## flow/design.v

```verilog
module DFT4(
    input [7:0]in1,   
    input [7:0]in2,   
    input [7:0]in3,   
    input [7:0]in4,   
    output reg signed[7:0]out1,     
    output reg signed [7:0]out2,      
    output reg signed[7:0]out3,     
    output reg signed [7:0]out4      
);
    reg signed [7:0] Wr [3:0];
    reg signed [7:0] Wi [3:0];
    initial begin
    Wr[0] = 4'sd1;             
    Wr[1] = 4'sd0;
    Wr[2] = -4'sd1;
    Wr[3] = 4'sd0;
    Wi[0] = 4'sd0;
    Wi[1] = -4'sd1;
    Wi[2] = 4'sd0;
    Wi[3] = 4'sd1;
    end
    reg signed [7:0]outTemp1,outTemp2;
    always @(*) begin
        out1[7:4]<=in1 + Wr[0]*(in3);    
        out1[3:0]<=in1 + Wi[0]*(in3);
        out2[7:4]<=in2 + Wr[1]*(in4);
        out2[3:0]<=in2 + Wi[1]*(in4);
        out3[7:4]<=in1 + Wr[2]*(in3);    
        out3[3:0]<=in1 + Wi[2]*(in3);
        out4[7:4]<=in2 + Wr[3]*(in4);
        out4[3:0]<=in2 + Wi[3]*(in4);
    end
endmodule
```

## flow/run.sh

```bash
#!/bin/bash
# OpenROAD 26Q1-2900-gdf79404cd8, Yosys 0.63+post, stock flow scripts
make -C /OpenROAD-flow-scripts/flow DESIGN_CONFIG=/design/flow/config.mk WORK_HOME=/design/flow/orfs finish
```

## flow/config.mk

```make
export PLATFORM = sky130hd
export DESIGN_NAME = DFT4
export DESIGN_NICKNAME = DFT4
export VERILOG_FILES = /design/flow/design.v
export SDC_FILE = /design/flow/constraint.sdc
export NUM_CORES = 4
export LEC_CHECK = 1
export CORE_AREA = 10 10 70 70
export DIE_AREA = 0 0 80 80
```

## flow/constraint.sdc

```tcl
current_design DFT4

set clk_period 2.6
set clk_io_pct 0.2

create_clock -name clk0 -period $clk_period

set non_clock_inputs [all_inputs -no_clocks]
set_input_delay [expr $clk_period * $clk_io_pct] -clock clk0 $non_clock_inputs
set_output_delay [expr $clk_period * $clk_io_pct] -clock clk0 [all_outputs]
```

==> reports/metrics.yaml <==
run_status:
  outcome: "finished, violations left"
  failed_checks: "negative setup slack"
sta:
  grt_setup_unrepaired: "true"
  worst_pin_slew_ns: 0.244
  setup_viol: 4
  finalClockPeriodUsage_pct: 118
  hold_viol_final: 0
  drv_slew: 0
  min_period_ns: 3.07
  relSlewSlack_pct: 83.6
  maxClockFrequency_mhz: 326
  finalWorstSetupSlack_ns: -0.467
synthesis:
  yosys.area.top_type: "ha_1"
  top_cell_area_share_pct: 33.8
  yosysChipArea_um2: 666
  syn_area_per_cell_um2: 11.1
  synth_stat.cells: 60
  syn_inst: 60
  ys_seq_share_pct: 0
  syn-cell-area_um2: 666
  yosysWarnings: 1
  area_leaders: "ha_1 34%, buf_4 20%, fa_1 18%"
  post_synth_num_cell_types: 6
power:
  power_w: 0.000342
  comb_power_share_pct: 100.0
  power_frac_clock_pct: 0
  power_density_nw_per_um2: 248
  ir_drop_v: 0.0000932
  p_int_w: 0.000233
  p_sw_w: 0.000109
  swShare_pct: 31.8
  power.share.sequential_pct: 0
  leakagePower_nw: 0.561
final_layout:
  synthToLayoutAreaGrowth_pct: 107
  fin_util_pct: 40.4
  ff_latch_area_um2: 0
  nFillCells: 331
  final.clkbuf_count: 0
  seq_cells: 0
  layout-drive-gt1-share_pct: 51.4
  fin_area_um2: 1380
  logic_area_um2: 743
die:
  io_pins: 64
  fp.coreArea_um2: 3420
  die_width_um: 80
  die_height_um: 80
  fp_util_pct: 19.5
  dieArea_um2: 6400
  num_rows: 21
worst_setup_path:
  required_ns: 2.08
  cp-start-kind: "primary input"
  cp-end-kind: "primary output"
  crit_fanout: 2
  path_class: "in2out"
  cp_data_arrival_time_ns: 2.55
routing:
  drtAntennaViolNets: 0
  wl_per_cell_um: 11.9
  dr.first_iter.drc_count: 7
  first_pass_iters: 2
  drcViolationCount: 0
  wl_um: 1820
  antenna_cells: 0
  num_vias: 544
  viasPerCell: 3.56
hold_path:
  min_to: "out3[7]"
  holdCritPathClass: "in2out"
  min-delay-start: "in3[0]"
  hold_depth: 5
grt:
  grt_usage_pct: 5.77
  grt_use_met1_pct: 6.88
  grt_pass1_vias: 624
  grt_max_degree: 5
  grt.overflow.total: 0
  antenna_found_initial: 0
  gr-usage-met3_pct: 1.02
  busiest_layer: "met2"
  grt_pass1_wl_um: 3050
  grt_use_met2_pct: 11.0
cts:
  cts-hold-fix-buffers: 0
  cts_setup_buffers: 0
job:
  max_cap_viol_count: 0
  warning_count: 51
placement:
  placed_area_um2: 1260
  gp_congestion: 0.872
  port_buffers: 48
  hpwlAfterDp_um: 1720
## how the worst max path moves through the flow
stage,from,endpoint,slack (ns),depth (start not counted)
after CTS,in3[2],out3[7],-0.54,9
after global routing,in3[2],out3[7],-0.57,9
final,in3[2],out3[7],-0.47,9
## placed cells by master, fill, tap and decap left out
cell type,n
buf_8,2
clkdlybuf4s50_1,28
xor2_1,3
xnor2_1,10
ha_2,2
fa_2,4
fa_1,2
xnor2_2,3
buf_6,5
buf_2,7
ha_4,14
ha_1,2
buf_4,15
dlygate4sd2_1,5
xnor3_1,2
clkdlybuf4s15_2,1
clkbuf_2,2
## per-layer routing
metal	vias up	part of all wire (%)
met3	0	4.8
met2	10	57
li1	283	-
met5	-	0
met1	251	38
met4	0	0
## power groups by stage
stage	Clock, W	Sequential (W)	Combinational (W)
5_1_grt	0	0	0.000386
4_1_cts	0	0	0.000346
6_report	0	0	0.000342
## cells by family after synthesis
logic type	count (synthesis)	synth area share, %
adder cells (fa/ha/maj)	24	51.9
XOR/XNOR	18	27.8
buffers and inverters	18	20.3
## critical path: stages
cell and delay [ns]:
buf_8 0.10, ha_4 0.23, ha_4 0.23, fa_1 0.45, fa_2 0.37, xnor2_2 0.14, xnor3_1 0.24, xnor2_1 0.15
buf_2 0.11
## through the flow
| stage | std cells | TNS (ns) | hold slack, ns | setup slack [ns] |
|---|---|---|---|---|
| floorplan | 60 | -0.216 | 1.11 | -0.216 |
| global placement | 153 | -8.05 | 1.92 | -1.30 |
| detailed placement | 153 | -8.10 | 1.92 | -1.34 |
| CTS | 153 | -1.21 | 1.59 | -0.543 |
| global route | 153 | -1.15 | 1.64 | -0.566 |
| finish | 153 | -0.861 | 1.57 | -0.467 |
## cells in the mapped netlist, drive strengths merged
cell	instances
buf	18
fa	6
ha	18
xnor2	13
xnor3	2
xor2	3
## layout make-up
type	instances	area share, %
repair buffers	65	42.0
multi-input cells	42	53.9
well taps	46	4.17
## what timing repair did
action / 4_1_cts / 5_1_grt
pin swaps: 22 / 8
endpoints found under the setup margin: 12 / 6
resized: 80 / 11
No activity file was given, so power comes from the tool's default toggle rates.
