## design/flow/run.sh

```bash
#!/bin/bash
# OpenROAD 26Q1-2900-gdf79404cd8, Yosys 0.63+post, stock flow scripts
make -C /OpenROAD-flow-scripts/flow DESIGN_CONFIG=/design/flow/config.mk WORK_HOME=/design/flow/orfs finish
```

## design/flow/config.mk

```make
export PLATFORM = sky130hd
export DESIGN_NAME = multiply
export DESIGN_NICKNAME = multiply
export VERILOG_FILES = /design/flow/design.v
export SDC_FILE = /design/flow/constraint.sdc
export NUM_CORES = 4
export LEC_CHECK = 1
export CORE_UTILIZATION = 40
```

## design/flow/constraint.sdc

```tcl
current_design multiply

set clk_period 17.6
set clk_io_pct 0.2

create_clock -name clk0 -period $clk_period

set non_clock_inputs [all_inputs -no_clocks]
set_input_delay [expr $clk_period * $clk_io_pct] -clock clk0 $non_clock_inputs
set_output_delay [expr $clk_period * $clk_io_pct] -clock clk0 [all_outputs]
```

## design/flow/design.v

```verilog
module multiply(input [31:0] in1,in2,output reg [31:0] out);
    reg s1,s2,s_out;
    reg [7:0] E1,E2,E_out;
    reg [23:0] m1,m2;
    reg [47:0] m_out;
    always@(*) begin
        s1=in1[31];
        s2=in2[31];
        E1=in1[30:23];
        E2=in2[30:23];
        m1={1'b1,in1[22:0]};
        m2={1'b1,in2[22:0]};
        s_out=s1^s2;
        E_out=E1+E2 - 8'd127;
        m_out=m1*m2;
        if(m_out[47]==1) begin
            m_out=m_out>>1;
            E_out=E_out + 1;
    end
    out={s_out,E_out,m_out[46:24]};
    end
    endmodule
```

==> run notes <==
flow finished, numbers: outcome=finished, final reports clean, DR vias=roughly 15000, final setup vio count=0, gpl congestion=slightly above 0.9, fin. max-slew vios=0, cell row count=approximately 80, OpenROAD warning count=33, f_max=0.0640 GHz, CP peak stage delay=910 ps, Hold Crit Start=in1[31], final hold violation count=0, YS chip area=~0.020 mm2, post-synth top area cell=fa_1, setup TNS=0 ps, count leader, synth=inv_1, total power=approximately 11000 uW, WL final=around 53000 um, first-pass GRT wire length=roughly 88000 um, vias per cell=4.98, largest net degree at the start of global routing=31, Max FO, Critical Path=30, hold crit path type=in -> out, Crit. End Element=output pin, critical path launch point type=primary input, synth unique cells=between 60 and 70, vias in the first global route=16200, switch share=0.553, Synth Cell Area=roughly 0.020 mm2, Hold Path Cell Cnt=3, critical path class=in -> out, Synth warnings=1, yosys cell count=~2300, # DRC=0, Resize count post-CTS=0, layout cells sized above 1=0.0270, cycle use final=0.888, RSZ-0062 raised after global routing=false, Pwr Density=just over 500 mW/mm2, wire length per cell=18.1 um, Worst EP arrival=roughly 12000 ps, io pins=96, CP top delay family=adder cells, GR Util All Layers=0.243, Worst Hold End=out[31], P_sw=6060 uW, Worst path most repeated cell=fa_1, Flop Count=0, chip area=0.0497 mm2, top cells by count, synth=595 x inv_1, 482 x fa_1, 307 x nand2_1, Area contributors post-synth=fa_1 49%, ha_1 12%, inv_1 11%, and2_1 7.7%, nand2_1 5.9%, Cell Int Power=slightly below 5000 uW, core area=about 0.048 mm2, Slew headroom=0.425, register area=0 um2, Leakage Power=0.0109 uW, CP Buf/Inv Count=10, chip width=around 220 um, actual slew at the worst max-slew pin=860 ps, mean area per synthesized cell=around 8.6 um2, Crit-path slowest cell=clkdlybuf4s50_1, Init Core Util=0.407, clock buffers=0, Final Critical Period=between 15000 and 20000 ps, antenna violations before repair=2, First-pass DRT Iterations=5, number of buffers added to fix hold violations after cts=0, CP Data Required Time=14080 ps, post-route ant nets=0, Layout area overhead=8.39%, PortBufs=96, Synth Seq Share=0, worst vdd ir=1.15 mV, Die Y=~220 um, Initial DRC Count=~540, Post-Syn Instances=between 2000 and 2500, max cap viols=0, Post CTS Setup Buffer Count=0, Top-area cell share=0.494, total gr overflow=0, post-DP HPWL=42700 um
-- cell families (layout without fill, tap and decap cells) --
| kind of cell | count (synthesis) | in the layout | share of synthesized area |
|---|---|---|---|
| AOI/OAI and AO/OA | 165 | 165 | 0.0542 |
| xor gates and xnor gates | 39 | 39 | 0.0175 |
| adders and majority gates | 665 | 665 | 0.612 |
| buffers and inverters | 706 | 737 | 0.137 |
| muxes | 17 | 17 | 0.00929 |
| other | 0 | 2 | 0 |
| and+or+nand+nor | 675 | 675 | 0.171 |
-- cell usage in the layout (no fill, tap or decap), types with 5 or more instances in the layout --
cell type / count
a21o_1: 13
nor4_1: 5
nor3_1: 7
a31oi_1: 5
inv_1: 595
and2_1: 241
xnor2_1: 26
fa_1: 482
o21bai_1: 10
mux2_2: 6
nand2_1: 307
nor2_1: 59
nand3_1: 17
clkdlybuf4s50_1: 96
mux2i_1: 8
a21oi_1: 56
o21a_1: 5
nand4_1: 15
o21ai_0: 38
xor2_1: 13
ha_1: 183
buf_4: 44
-- worst max-delay path by stage --
stage / startpoint / endpoint / cells past startpoint
4_1_cts: in2[8] / out[13] / 26
5_1_grt: in2[8] / out[29] / 27
6_report: in2[8] / out[28] / 27
-- power groups by stage --
stage    Combinational [uW]  Clock [uW]  Sequential (uW)
5_1_grt               12300  0.00000761                0
4_1_cts               11100           0                0
-- per-layer routing --
| metal | global-route usage | vias up | part of all wire |
|---|---|---|---|
| met5 | 0 | - | 0.00025 |
| met4 | 0.0225 | 2 | 0.012 |
| met3 | 0.126 | 39 | 0.12 |
| met2 | 0.364 | 657 | 0.46 |
| met1 | 0.340 | 7117 | 0.41 |
| li1 | - | 6693 | - |
-- final cells by class --
| type | instances | area [um2] |
|---|---|---|
| diodes | 2 | 5.00 |
| fillers | 4588 | 26800 |
| inverters | 597 | 2240 |
| multi-input cells | 1561 | 16900 |
| well taps | 615 | 769 |
| repair buffers | 140 | 1290 |
-- metrics by stage --
stage          area (um2)  hold WS [ps]  setup WS, ps  utilization  instances
3_3_place_gp        21200          7960          2150        0.441       2913
2_1_floorplan       19500          7190          4140            -       2267
5_1_grt             21200          7980          1450        0.441       2914
4_1_cts             21200          7970          2040        0.441       2913
6_report            21200          7960          1970        0.441       2915
3_5_place_dp        21200          7970          2100        0.441       2913
Power is estimated from default activity; no workload was simulated.
