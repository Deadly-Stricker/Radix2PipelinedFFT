==> flow/design.v <==
module DFT8(
    input [7:0] in1, in2, in3, in4, in5, in6, in7, in8,
    output reg signed [7:0] out1, out2, out3, out4, out5, out6, out7, out8
);
    reg signed [7:0] Wr [0:7];   
    reg signed [7:0] Wi [0:7];   
    initial begin
        Wr[0] = 8'sd16; Wi[0] = 8'sd0;
        Wr[1] = 8'sd11; Wi[1] = -8'sd11;
        Wr[2] = 8'sd0;  Wi[2] = -8'sd16;
        Wr[3] = -8'sd11; Wi[3] = -8'sd11;
        Wr[4] = -8'sd16; Wi[4] = 8'sd0;
        Wr[5] = -8'sd11; Wi[5] = 8'sd11;
        Wr[6] = 8'sd0;  Wi[6] = 8'sd16;
        Wr[7] = 8'sd11; Wi[7] = 8'sd11;
    end
    reg signed [7:0] real_in [0:7];   
    reg signed [7:0] imag_in [0:7];   
    reg signed [15:0] real_out [0:7];  
    reg signed [15:0] imag_out [0:7];  
    integer i;
    always @(*) begin
        for (i = 0; i < 8; i = i + 1) begin
            real_in[i] = (i % 2 == 0) ? in1[7:4] : in2[7:4];   
            imag_in[i] = (i % 2 == 0) ? in1[3:0] : in2[3:0];
        end
        for (i = 0; i < 8; i = i + 1) begin
            real_out[i] = 0;
            imag_out[i] = 0;
        end
        for (i = 0; i < 8; i = i + 1) begin
            real_out[i] = Wr[i]*real_in[i] - Wi[i]*imag_in[i];
            imag_out[i] = Wr[i]*imag_in[i] + Wi[i]*real_in[i];
        end
        out1 = real_out[0] + imag_out[0];
        out2 = real_out[1] + imag_out[1];
        out3 = real_out[2] + imag_out[2];
        out4 = real_out[3] + imag_out[3];
        out5 = real_out[4] + imag_out[4];
        out6 = real_out[5] + imag_out[5];
        out7 = real_out[6] + imag_out[6];
        out8 = real_out[7] + imag_out[7];
    end
endmodule
==> flow/run.sh <==
#!/bin/bash
# OpenROAD 26Q1-2900-gdf79404cd8, Yosys 0.63+post, stock flow scripts
make -C /OpenROAD-flow-scripts/flow DESIGN_CONFIG=/design/flow/config.mk WORK_HOME=/design/flow/orfs finish
==> flow/config.mk <==
export PLATFORM = sky130hd
export DESIGN_NAME = DFT8
export DESIGN_NICKNAME = DFT8
export VERILOG_FILES = /design/flow/design.v
export SDC_FILE = /design/flow/constraint.sdc
export NUM_CORES = 4
export LEC_CHECK = 1
export CORE_UTILIZATION = 40
==> flow/constraint.sdc <==
current_design DFT8

set clk_period 10.3
set clk_io_pct 0.2

create_clock -name clk0 -period $clk_period

set non_clock_inputs [all_inputs -no_clocks]
set_input_delay [expr $clk_period * $clk_io_pct] -clock clk0 $non_clock_inputs
set_output_delay [expr $clk_period * $clk_io_pct] -clock clk0 [all_outputs]
==> metrics.txt <==
# HELP chip_impl_metric Flow report values
# TYPE chip_impl_metric gauge
chip_impl_info{name="outcome",value="complete, no violations"} 1
chip_impl_metric{name="die_height",unit="um"} 135
chip_impl_metric{name="gp_congestion",unit=""} 0.921
chip_impl_metric{name="design.seq.count",unit=""} 0
chip_impl_metric{name="drc_errors",unit=""} 0
chip_impl_metric{name="synth-cells-yosys",unit=""} 707
chip_impl_metric{name="drt_first_pass_iters",unit=""} 4
chip_impl_metric{name="dieWidth",unit="um"} 135
chip_impl_metric{name="worst-endpoint-arrival",unit="ns"} 7.96
chip_impl_info{name="hold_path_startpoint",value="in1[3]"} 1
chip_impl_metric{name="num_antenna_cells",unit=""} 0
chip_impl_metric{name="layout-drive-gt1-share",unit="%"} 3.47
chip_impl_metric{name="route.detailed.wl_per_inst",unit="um"} 13.0
chip_impl_info{name="timing.setup.critical_path_class",value="in2out"} 1
chip_impl_metric{name="worst_slew_pin_slew",unit="ns"} 0.642
chip_impl_metric{name="timing.final.setup_violations",unit=""} 0
chip_impl_metric{name="synth_cell_types",unit=""} 23
chip_impl_metric{name="core",unit="um2"} 17200
chip_impl_metric{name="drt-vias-per-instance",unit=""} 4.21
chip_impl_metric{name="post_dp_cell_area",unit="um2"} 7960
chip_impl_info{name="most-common-layout-cells",value="inv_1 (231), fa_1 (139), ha_1 (136), xnor2_1 (83), clkdlybuf4s50_1 (60)"} 1
chip_impl_metric{name="max_clock_freq",unit="GHz"} 0.0998
chip_impl_metric{name="route.final.wire_length",unit="um"} 13100
chip_impl_metric{name="worstPathMaxFanout",unit=""} 8
chip_impl_metric{name="timing.final.max_slew_violations",unit=""} 0
chip_impl_info{name="critical_path.endpoint_type",value="output pin"} 1
chip_impl_metric{name="cp_num_buf_inv",unit=""} 7
chip_impl_metric{name="grtUsageTotal",unit="%"} 16.6
chip_impl_metric{name="finalHoldViolations",unit=""} 0
chip_impl_metric{name="met3_wirelength",unit="um"} 684
chip_impl_metric{name="synthesized_chip_area_reported_by_yosys",unit="um2"} 7050
chip_impl_metric{name="layout.cell_area.non_filler",unit="um2"} 7960
chip_impl_info{name="setup_repair_after_global_routing_missed_its_margin",value="false"} 1
chip_impl_metric{name="ant_nets",unit=""} 0
chip_impl_metric{name="maxCapViolCount",unit=""} 0
chip_impl_metric{name="route.layer.met1.wl",unit="um"} 6080
chip_impl_info{name="path_delay_family",value="adder cells"} 1
chip_impl_metric{name="areaGrowthSynthToFinish",unit="%"} 12.9
chip_impl_metric{name="core_util_floorplan",unit="%"} 40.9
chip_impl_metric{name="grt_overflow_total",unit=""} 0
chip_impl_metric{name="dr_total_vias",unit=""} 4220
chip_impl_metric{name="floorplan.io_pins",unit=""} 128
chip_impl_info{name="timing.hold.worst.class",value="in2out"} 1
chip_impl_metric{name="timing.critical_path.slowest_cell_delay",unit="ns"} 0.74
chip_impl_metric{name="syn-cell-area",unit="um2"} 7050
chip_impl_metric{name="timing.final.crit_period",unit="ns"} 10.02
chip_impl_info{name="route.top_layer_used",value="met3"} 1
chip_impl_metric{name="fp.dieArea",unit="um2"} 18200
chip_impl_metric{name="ctsHoldBuffers",unit=""} 0
chip_impl_metric{name="grt_pass1_vias",unit=""} 4482
chip_impl_metric{name="syn-instance-count",unit=""} 707
chip_impl_metric{name="cts_post_setup_buffers_inserted",unit=""} 0
chip_impl_metric{name="timing.setup.tns",unit="ns"} 0
chip_impl_metric{name="drt_iter0_markers",unit=""} 106
chip_impl_info{name="critical_path.cell_chain",value="clkdlybuf4s50_1 -> inv_1 -> fa_1 -> inv_1 -> fa_1 -> inv_1 -> fa_1 -> fa_1 -> inv_1 -> fa_1 -> fa_1 -> inv_1 -> ha_1 -> a21oi_1 -> xnor3_1 -> clkdlybuf4s50_1"} 1
chip_impl_metric{name="wire_length_on_met2",unit="um"} 6290
chip_impl_metric{name="min_period_over_period",unit="%"} 97.3
chip_impl_metric{name="grt_antenna_before_repair",unit=""} 0
chip_impl_metric{name="maxSlewHeadroom",unit="%"} 57.0
chip_impl_metric{name="num-clock-buffers",unit=""} 0
chip_impl_metric{name="stage_log_warnings",unit=""} 119
chip_impl_metric{name="layout.filler_cells",unit=""} 1659
chip_impl_info{name="layout_top_cell",value="inv_1"} 1
chip_impl_info{name="crit_top_cell",value="fa_1"} 1
chip_impl_info{name="slowest_stage_cell_cp",value="fa_1"} 1
chip_impl_metric{name="maximum_number_of_pins_on_one_net_before_global_route_repair",unit=""} 16
chip_impl_info{name="critical_path.startpoint_type",value="input port"} 1
chip_impl_metric{name="avgSynthCellArea",unit="um2"} 9.97
chip_impl_metric{name="cts_resized",unit=""} 0
chip_impl_info{name="critPathLaunch",value="in2[4]"} 1
chip_impl_metric{name="num_rows",unit=""} 48
chip_impl_metric{name="first_pass_grt_wire_length",unit="um"} 22100
chip_impl_metric{name="dp_hpwl",unit="um"} 12100
chip_impl_metric{name="area.combinational",unit="um2"} 6050
chip_impl_metric{name="yosys.stat.seqShare",unit="%"} 0
chip_impl_metric{name="buffer_ports.inserted",unit=""} 60
chip_impl_metric{name="timing.critical_path.required",unit="ns"} 8.24
chip_impl_metric{name="flop_area",unit="um2"} 0
chip_impl_metric{name="synth-warning-count",unit=""} 5
-- through the flow --
| step | util (%) | setup slack [ns] | std cells | hold slack (ns) |
|---|---|---|---|---|
| global route | 46.2 | 0.0595 | 1003 | 5.42 |
| finish | 46.2 | 0.278 | 1003 | 5.35 |
| floorplan | - | 0.987 | 726 | 4.32 |
| detailed placement | 46.2 | 0.302 | 1003 | 5.35 |
| global placement | 46.2 | 0.302 | 1003 | 5.36 |
| CTS | 46.2 | 0.274 | 1003 | 5.36 |
-- cell families after synthesis --
logic type / share of synthesized area (%)
fa+ha+maj: 63.6
other cells: 0.0532
simple gates: 0.816
compound gates: 3.02
buf+inv: 15.2
mux: 0.710
xor+xnor: 16.6
-- metal layers --
layer	vias to the layer above	track usage, %
met5	-	0
li1	2144	-
met2	82	27.0
met1	1994	26.3
met3	0	2.30
met4	0	0
-- worst paths after layout --
kind | to | slack (ns) | cells past startpoint
hold / removal | out7[7] | 5.35 | 5
setup / recovery | out4[7] | 0.28 | 16
-- synthesized netlist by cell type (3+ instances only) --
| library cell | instances | area share, % |
|---|---|---|
| a21oi_1 | 11 | 0.78 |
| xnor2_1 | 83 | 10 |
| a31oi_1 | 3 | 0.27 |
| nand2_1 | 6 | 0.32 |
| ha_1 | 136 | 24 |
| a21o_1 | 15 | 1.6 |
| fa_1 | 139 | 39 |
| mux2i_1 | 5 | 0.71 |
| xor2_1 | 26 | 3.2 |
| clkbuf_1 | 5 | 0.27 |
| inv_1 | 231 | 12 |
| nor2_1 | 4 | 0.21 |
| buf_4 | 23 | 2.4 |
| xnor3_1 | 8 | 2.6 |
-- final cells by class --
class,instances,share of cell area (%)
multi-input combinational,465,76.0
inverter,231,10.9
timing repair buffer,82,9.62
tap,225,3.54
